==> design/flow/design.v <==
module clock_div #( parameter DIVIDE_BY = 17 )(
    input clock,
    input reset,
    output reg div_clock
);
integer counter = 0;
    always @(posedge clock or posedge reset) begin
        if (reset) begin
            counter <= 0;
            div_clock <= 0;
        end
        else begin
            if (counter >= (DIVIDE_BY / 2) - 1) begin
                counter <= 0;
                div_clock <= ~div_clock;
            end
            else begin
                counter <= counter + 1;
            end
        end
    end
endmodule
module full_adder(
    input A, B, Cin,
    output Y, Cout
);
    wire Sum;
    assign Sum = A ^ B;
    assign Y = Sum ^ Cin;
    assign Cout = (Sum & Cin) | (A & B);
endmodule
module math_block(
    input [3:0] A,
    input [3:0] B,
    output [3:0] AplusB,
    output [3:0] AminusB
);
    wire [3:0] carry_add;
    wire [3:0] notB;
    wire [3:0] carry_sub;
    full_adder fa0_add(.A(A[0]), .B(B[0]), .Cin(0), .Y(AplusB[0]), .Cout(carry_add[0]));
    full_adder fa1_add(.A(A[1]), .B(B[1]), .Cin(carry_add[0]), .Y(AplusB[1]), .Cout(carry_add[1]));
    full_adder fa2_add(.A(A[2]), .B(B[2]), .Cin(carry_add[1]), .Y(AplusB[2]), .Cout(carry_add[2]));
    full_adder fa3_add(.A(A[3]), .B(B[3]), .Cin(carry_add[2]), .Y(AplusB[3]), .Cout());
    assign notB = ~B;
    full_adder fa0_sub(.A(A[0]), .B(notB[0]), .Cin(1), .Y(AminusB[0]), .Cout(carry_sub[0]));
    full_adder fa1_sub(.A(A[1]), .B(notB[1]), .Cin(carry_sub[0]), .Y(AminusB[1]), .Cout(carry_sub[1]));
    full_adder fa2_sub(.A(A[2]), .B(notB[2]), .Cin(carry_sub[1]), .Y(AminusB[2]), .Cout(carry_sub[2]));
    full_adder fa3_sub(.A(A[3]), .B(notB[3]), .Cin(carry_sub[2]), .Y(AminusB[3]), .Cout());
endmodule
module seven_seg_decoder(
    input [3:0] A,
    input [3:0] B,
    input [3:0] AplusB,
    input [3:0] AminusB,
    input [3:0] anode,
    output reg [6:0] segs
);
    reg [3:0] selected_sig;
     always @(*) begin
       case (anode)
          4'b1110: selected_sig <= A;
          4'b1101: selected_sig <= B;
          4'b1011: selected_sig <= AplusB;
          4'b0111: selected_sig <= AminusB;
       endcase
       end
    always @(*) begin
        case(selected_sig)
            0: segs  = 7'b1000000;        
            1: segs  = 7'b1111001;        
            2: segs  = 7'b0100100;        
            3: segs  = 7'b0110000;        
            4: segs  = 7'b0011001;        
            5: segs  = 7'b0010010;        
            6: segs  = 7'b0000010;        
            7: segs  = 7'b1111000;        
            8: segs  = 7'b0000000;
            9: segs  = 7'b0010000;        
            10: segs = 7'b0001000;        
            11: segs = 7'b0000011;        
            12: segs = 7'b1000110;        
            13: segs = 7'b0100001;        
            14: segs = 7'b0000110;        
            15: segs = 7'b0001110;       
        endcase
    end
endmodule
module seven_seg_scanner(
    input div_clock,
    input reset,
    output reg [3:0] anode
);
    reg [1:0] state;
    always @(posedge div_clock or posedge reset) begin
        if (reset)
            state <= 2'b00;          
        else
            state <= state + 1;      
    end
    always @ (state) begin
        case(state)
            2'b00: anode = 4'b1110;  
            2'b01: anode = 4'b1101;  
            2'b10: anode = 4'b1011;  
            2'b11: anode = 4'b0111;  
        endcase
    end
endmodule
module top
#(
    parameter DIVIDE_BY = 17  
)
(
    input [7:0] sw,  
    input clk,  
    input btnC,  
    output [3:0] an,  
    output [6:0] seg  
);
    wire div_clock;
    wire [3:0] AplusB;
    wire [3:0] AminusB;
    wire [3:0] anode;
    clock_div #(.DIVIDE_BY(DIVIDE_BY)) clk_div(
        .clock(clk),
        .reset(btnC),
        .div_clock(div_clock)
    );
    seven_seg_scanner scanner(
        .div_clock(div_clock),
        .reset(btnC),
        .anode(anode)
    );
    seven_seg_decoder decoder(
        .A(sw[3:0]),
        .B(sw[7:4]),
        .AplusB(AplusB),
        .AminusB(AminusB),
        .anode(anode),
        .segs(seg)
    );
    math_block math(
        .A(sw[3:0]),
        .B(sw[7:4]),
        .AplusB(AplusB),
        .AminusB(AminusB)
    );
    assign an = anode;
endmodule
==> design/flow/run.sh <==
#!/bin/bash
# OpenROAD 26Q1-2900-gdf79404cd8, Yosys 0.63+post, stock flow scripts
make -C /OpenROAD-flow-scripts/flow DESIGN_CONFIG=/design/flow/config.mk WORK_HOME=/design/flow/orfs finish
==> design/flow/config.mk <==
export PLATFORM = sky130hd
export DESIGN_NAME = top
export DESIGN_NICKNAME = top
export VERILOG_FILES = /design/flow/design.v
export SDC_FILE = /design/flow/constraint.sdc
export NUM_CORES = 4
export LEC_CHECK = 1
export CORE_UTILIZATION = 40
==> design/flow/constraint.sdc <==
current_design top

set clk_period 3.8
set clk_io_pct 0.2

create_clock -name clk0 -period $clk_period [get_ports {clk}]

set non_clock_inputs [all_inputs -no_clocks]
set_input_delay [expr $clk_period * $clk_io_pct] -clock clk0 $non_clock_inputs
set_output_delay [expr $clk_period * $clk_io_pct] -clock clk0 [all_outputs]
==> Changelog: implementation <==
### Physical design

- Clk ins delay skew pair: 280 ps
- Crit path capture type: output port
- IO Port Bufs: 20
- Main synth FF type: dfrtp_1
- Hold buffers post-CTS: 0
- Top-count cell post-synth: dfrtp_1
- Share of the synthesized area in the top cell type: 34.69%
- Mapped Cells: 275
- Final count of hold timing violations: 0
- Worst Path Arrival: 3560 ps
- Failing checks: negative setup slack
- FP Rows: 28
- Synth cell types: 45
- Number of CTS-inserted buffers: 5
- Area Overhead vs Synth: 23.64%
- Placed Cells: 375
- Vias per cell: 5.518
- Fp util: 42.15%
- Least-Margin Pin Slew: 822.7 ps
- Top cells, area: dfrtp_1 35%, ha_1 7.9%, or4_1 5.1%
- Register pins left without a clock: 6
- Status: complete, but fails checks
- Crit share post-route: 113.6%
- R2r startpoint: clk_div.counter[0]
- Fill count: 533
- Yosys warning count: 5
- Critical path launch point: sw[0]
- Post-route insts no fill: 390
- DRC: 0
- Final core utilization: 52.11%
- GRT met3 Usage: 2.480%
- Hold slack: 478.9 ps
- Crit Path Max Fanout: 3
- Hold wc startpoint: clk_div.div_clock
- EDFF count, synth: 0
- First-pass GRT wire length: 9149 um
- CTS tree: done
- Vias in the first global route: 2015
- GRT Overall Usage: 18.08%
- RSZ-0062 raised after global routing: true
- Design Area, Final: 3122 sq um
- YS chip area: 2525 sq um
- Yosys reg bits: 39
- Final period demand of the worst path: 4315 ps
- Ant. Diodes: 0
- GP Congestion: 0.8695
- Clk_skew: 9.599 ps
- Met1 Use GR: 28.21%
- Async S/R FF share, synth: 89.74%
- Via Count: 2152
- Final setup fails: 7
- Max_cap viols: 0
- Static Leak: 1.351 nW
- Synth Area per Inst: 9.182 sq um
- Pre-CTS setup slack: -1452 ps
- Pre-antenna DRT Iters: 4
- Tool warnings: 40
- Dominant cell type by area after synthesis: dfrtp_1
- HP Class: reg2reg
- DR iter-0 viols: 107
- Total die size: 6634 sq um
- Die width: 81.45 um
- WL/cell: 13.88 um
- Yosys Instances: 275
- Synth cell count leaders: 35 x dfrtp_1, 25 x inv_1, 24 x nor2_1
- Clock-pin slew on the worst setup and hold paths: 70 ps
- Cell area after synthesis: 2525 sq um
- Initial antenna violation count: 0
- Setup_tns: -3201 ps
- Total gr overflow: 0
- Post-DRT Antenna Nets: 0
- Root buffer cell: clkbuf_8
- Crit path required time: 3040 ps
- Final Max Tran Viols: 0
- Layout cells sized above 1: 19.68%
- Core ar.: 5991 sq um
- Max Buffers Root-to-Sink: 2
- Cell Pwr Density: 237.7 nW/um^2
- Grt met2 use: 28.33%
- DRT Wirelength: 5414 um
- WS Path Type: in2out
- Total chip power: 742.1 uW
- Largest net degree at the start of global routing: 36
- Peak-usage layer in the global routing report: met2
- H-tree depth: 2
- DP HPWL: 3801 um
- Endpoints left unconstrained: 10
- FMAX: 231.7 MHz
- DP Area: 2935 sq um
- Top Ports: 21
- Crit path launch type: input pin
- Relative slew slack: 45.15%
- Worst VDD drop: 0.1613 mV
- Die Ht: 81.45 um
- Setup WS post-layout: -515.3 ps
-- repair_timing --
| item | CTS | global route |
|---|---|---|
| gates cloned | 0 | 0 |
| buffers inserted | 6 | 2 |
| gates resized | 52 | 4 |
| pin swaps | 11 | 4 |
| setup endpoints to repair | 7 | 7 |
-- path summary, 6_finish.rpt --
kind	endpoint	slack [ps]	cells after the start
min in group asynchronous	clk_div.counter[19]	890	3
hold / removal	clk_div.div_clock	480	1
setup reg to reg	clk_div.div_clock	1550	6
hold reg to reg	clk_div.div_clock	480	1
max in group asynchronous	clk_div.counter[6]	2580	3
setup / recovery	seg[3]	-520	14
-- power by group --
group	total (mW)	internal [mW]	switching, mW	leakage [nW]
combinational	0.112	0.0645	0.0475	0.784
sequential	0.360	0.357	0.00300	0.523
clock	0.271	0.143	0.127	0.0433
-- routing by layer --
metal / part of all wire [%] / vias up
met5: 0 / -
met4: 0.92 / 0
met3: 3.0 / 5
met2: 45 / 33
met1: 51 / 1036
li1: - / 1078
-- cell families after synthesis --
kind of cell | count (synthesis) | synth area share, %
XOR/XNOR | 15 | 5.203
flip-flops | 35 | 34.69
buffers and inverters | 36 | 5.500
AND/OR/NAND/NOR | 104 | 23.34
AND-OR/OR-AND | 52 | 13.88
latches | 4 | 2.379
adder cells (fa/ha/maj) | 20 | 11.10
multiplexers | 8 | 3.766
other | 1 | 0.1485
-- state kept, by name, indices dropped and copies added (netlist names) --
name	cells
clk_div.counter	32
clk_div.div_clock	1
decoder.selected_sig	4
scanner.state	2
-- critical path, stage by stage --
cell and delay (ps):
buf_12 110, inv_12 40, ha_4 110, inv_2 30
fa_2 350, fa_2 380, xor2_1 140, nand2_1 70
o2111a_1 150, o32ai_2 270, dlxtn_4 440, buf_12 110
mux4_2 470, buf_2 120
-- cells in the final DEF, fill, tap and decap left out, types with 2 or more instances in the layout --
| cell type | count |
|---|---|
| nand4_1 | 6 |
| or4_1 | 17 |
| a222oi_1 | 2 |
| a21oi_1 | 19 |
| conb_1 | 4 |
| buf_12 | 2 |
| nand3_1 | 11 |
| nor2_2 | 2 |
| a22o_1 | 2 |
| or3_1 | 2 |
| buf_2 | 8 |
| mux2_4 | 2 |
| buf_6 | 6 |
| fa_2 | 3 |
| ha_1 | 15 |
| mux2i_1 | 5 |
| nor2_1 | 22 |
| xor2_1 | 6 |
| o31ai_1 | 12 |
| a21oi_2 | 2 |
| and4_1 | 5 |
| or2_2 | 2 |
| o41ai_1 | 3 |
| nand2_1 | 11 |
| xnor2_1 | 9 |
| o21ai_1 | 2 |
| nor4_1 | 11 |
| clkbuf_8 | 6 |
| dfrtp_1 | 35 |
| clkdlybuf4s50_1 | 9 |
| inv_1 | 23 |
| buf_4 | 14 |
| dlxtn_1 | 3 |
| nand4_2 | 2 |
| nor3_1 | 5 |
-- final cells by class --
class	instances	area, sq um	share of cell area (%)
clock buffer	6	82.58	2.645
clock inverter	1	7.507	0.2405
inverter	25	106.4	3.407
multi-input combinational	203	1535	49.18
sequential	39	939.7	30.10
tap	75	93.84	3.006
timing repair buffer	41	356.6	11.42
Power is estimated from default activity; no workload was simulated.
